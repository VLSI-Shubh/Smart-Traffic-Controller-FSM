<file path="flow/config.mk">
export PLATFORM = sky130hd
export DESIGN_NAME = traffic_controller
export DESIGN_NICKNAME = traffic_controller
export VERILOG_FILES = /design/flow/design.v
export SDC_FILE = /design/flow/constraint.sdc
export NUM_CORES = 4
export LEC_CHECK = 1
export CORE_AREA = 10 10 106 106
export DIE_AREA = 0 0 116 116
</file>
<file path="flow/constraint.sdc">
current_design traffic_controller

set clk_period 4.8
set clk_io_pct 0.2

create_clock -name clk0 -period $clk_period [get_ports {clk}]

set non_clock_inputs [all_inputs -no_clocks]
set_input_delay [expr $clk_period * $clk_io_pct] -clock clk0 $non_clock_inputs
set_output_delay [expr $clk_period * $clk_io_pct] -clock clk0 [all_outputs]
</file>
<file path="flow/design.v">
module traffic_controller ( 
    input [3:0] Traffic,
    input clk, rst, 
    output reg [3:0]Red, Green, Yellow
    );  
    parameter [2:0] s_idle = 3'b000,
        s_13gg = 3'b001,
        s_13yy = 3'b010,
        s_24gg = 3'b011,
        s_24yy = 3'b100;
        reg [2:0] ps,ns;
        reg [16:0]max_timer; 
        reg done;
    always @(*) begin
        case (ps)
            s_idle: if (~|Traffic) begin
                ns = s_idle;
            end else begin
                if (Traffic[0] || Traffic[2]) begin
                    ns = s_13gg;
                end else begin
                    if (Traffic[1] || Traffic[3]) begin
                        ns = s_24gg;
                    end else begin
                        ns = s_idle;
                    end
                end
            end
            s_13gg: if (done) begin
                ns = s_13yy;
            end else begin
                ns = s_13gg;
            end
            s_13yy: if (done) begin
                ns = s_idle;
            end else begin
                ns = s_13yy;
            end
            s_24gg: if (done) begin
                ns =s_24yy;
            end else begin
                ns = s_24gg;
            end
            s_24yy: if (done) begin
                ns = s_idle;
            end else begin
                ns = s_24yy;
            end
            default: ns = s_idle;
        endcase
    end
    always @(posedge clk or posedge rst ) begin
        if (rst) begin
            ps <= s_idle;
        end else begin
            ps<=ns;
        end
    end
    parameter GREEN_TIME  = 16'd55;
    parameter YELLOW_TIME = 16'd10;
    always @(posedge clk or posedge rst) begin
        if (rst) begin
            max_timer <= 16'd0;
            done <= 0;
        end else begin
            case (ps)
                s_13gg: begin
                    if (max_timer == 0) begin
                        max_timer <= GREEN_TIME;
                    end else begin
                        if (max_timer > 0) begin
                            max_timer <= max_timer - 1;
                            done <= (max_timer-1 ==0);
                        end else begin
                            done <= 0;
                        end
                    end
                end
                s_13yy: begin
                    if (max_timer == 0) begin
                        max_timer <= YELLOW_TIME;
                    end else begin
                        if (max_timer > 0) begin
                            max_timer <= max_timer - 1;
                            done <= (max_timer-1 == 0);
                        end else begin
                            done <= 0;
                        end
                    end
                end
                s_24gg: begin
                    if (max_timer == 0) begin
                        max_timer <= GREEN_TIME;
                    end else begin
                        if (max_timer > 0) begin
                            max_timer <= max_timer - 1;
                            done <= (max_timer-1 ==0);
                        end else begin
                            done <= 0;
                        end
                    end
                end
                s_24yy: begin
                    if (max_timer == 0) begin
                        max_timer <= YELLOW_TIME;
                    end else begin
                        if (max_timer > 0) begin
                            max_timer <= max_timer - 1;
                            done <= (max_timer-1 ==0);
                        end else begin
                            done <= 0;
                        end
                    end
                end
                default : done <= 0; 
            endcase
        end
    end
    always @(*) begin
         Red = 4'b0000;
         Green = 4'b0000;
         Yellow = 4'b0000;
        case (ps)
            s_idle: begin
                Red = 4'b1111;
                Green = 4'b0000;
                Yellow = 4'b0000;
            end
            s_13gg: begin
                Red  = 4'b1010;
                Green = 4'b0101;
            end
            s_13yy: begin
                Red = 4'b1010;
                Yellow = 4'b0101;
                Green = 4'b0000;
            end
            s_24gg: begin
                Red  = 4'b0101;
                Green = 4'b1010;
            end
            s_24yy: begin
                Red = 4'b0101;
                Yellow = 4'b1010;
                Green = 4'b0000;
            end
            default: begin
                Red = 4'b1111; 
            end
        endcase
    end
endmodule
</file>
<file path="flow/run.sh">
#!/bin/bash
# OpenROAD 26Q1-2900-gdf79404cd8, Yosys 0.63+post, stock flow scripts
make -C /OpenROAD-flow-scripts/flow DESIGN_CONFIG=/design/flow/config.mk WORK_HOME=/design/flow/orfs finish
</file>
==> summary.txt <==
flow finished, numbers: status completed, largest net degree at the start of global routing 24, CTS tree yes, Hold Crit Start ps[0], fin worst setup slack 2.136 ns, CP Max Fanout 16, Post-synth EDFFs 0, Post-DRT Antenna Nets 0, critical path class register to register, Die Y 116 um, Yosys reg bits 23, post-CTS setup buffer count 0, YS warnings 1, CP required 4.96 ns, slack of the worst reg-to-reg path 2.14 ns, IR drop worst, VDD 83.01 uV, Seq pwr share 59.6%, CP arrival 2.82 ns, Pwr Density 181.5 mW/mm2, # resized after CTS 0, IO Count 18, Worst Tran Pin Value 1.021 ns, fmax 375.3 MHz, switching share of power 21.20%, Cells after Synth 183, yosys synthesis chip area 0.001513 mm2, hold path depth 2, first drt pass iteration count 4, Post-Syn Area 0.001513 mm2, global-route usage over all layers 5.437%, CTS max path bufs 2, Netlist cell types 43, fin. max-slew vios 0, Worst Setup End Kind register, fin area 0.001789 mm2, initial antenna violation count 0, endpoints failing hold 0, slowest stage delay, CP 0.84 ns, min Tclk post-route 2.664 ns, vias in the first global route 1,265, Core ar. 0.008848 mm2, placed cell area 0.001743 mm2, Initial Utilization 17.10%, final total power 0.3248 mW, cell internal pwr 0.2559 mW, Synth async-reset ratio 100.0%, P&R area growth vs syn 18.28%, buffer and inverter count on the worst path 0, reg2reg start max_timer[8], final antenna diode count 0, DR WL/cell 12.30 um, Detailed Route WL 3652 um, Root Buffer clkbuf_8, remaining global-route overflow 0, Max Cap Viol 0, CTS Hold Bufs 0, Post-synth top cells 26 x nor2_1, 22 x dfrtp_1, 14 x nand2_1, Period Utilization, post-route 55.51%, pre-CTS setup slack 2.212 ns, Synth top area share 36.39%, yosys cell count 183, Main area contributors dfrtp_1 36%, nor2_1 6.5%, o21ai_0 4.3%, R2R cell count 5, setup TNS 0 ns, Post-synth seq share 38.13%, post-synth top area cell dfrtp_1, Placed Cells incl. Taps 293, DRC viols 0, Synth top cell by count nor2_1, unrepaired setup endpoints after global routing false, Port-buffer cells 17, Post-DP HPWL 2623 um, startpoint types register, Die Area 0.01346 mm2, sw power 0.06886 mW, tool warnings 27, crit-path cells or4_4, nand2b_4, nor3_2, o21ai_0, a32o_1, Vias/cell 4.589, CP Launch Point max_timer[8], slowest CP cell nor3_2, Max transition margin 31.57%, row cnt 34, reg2reg end max_timer[8], crit-path leading delay family simple AND/OR/NAND/NOR gates, tally of non-filler cells in the final layout 297, Hold WC Path Type register to register, first-pass GRT wire length 6237 um, Final Skew 0.001090 ns, Synth Flop Type dfrtp_1, routability cong. 0.8308, die x size 116 um, number of H-tree levels 1, syn avg cell area 8.266 um2, cts bufs inserted 3, Comb pwr share 2.9%, layout cells sized above 1 8.466%, clk latency late pin 0.26 ns, clock share of power 37.5%, clock slew at reported path FFs 0.08 ns, hold path endpoint ps[0], Clock Sinks 23, Lkg Pwr 0.7033 nW, DR iter-0 viols 73, DR vias 1,363, Setup Viol. Count Final 0
power by group through the flow:
stage | clock, mW | sequential [mW] | combinational, mW
CTS | 0.129 | 0.194 | 0.00988
finish | 0.122 | 0.194 | 0.00929
global route | 0.136 | 0.194 | 0.0109
state kept, by name, summed over array words and instances (netlist names), named ones only:
name and cells:
ps 3, done 1, max_timer 17
placed cells by master (no fill, tap or decap), drive strengths merged:
master / n
a21oi: 7
a22oi: 1
a31oi: 6
a32o: 1
and2: 2
buf: 2
clkbuf: 3
clkdlybuf4s50: 17
clkinv: 1
dfrtp: 22
dfstp: 1
ha: 3
inv: 8
mux2: 2
mux2i: 1
nand2: 15
nand2b: 1
nand3: 4
nand4: 2
nand4b: 1
nor2: 27
nor3: 9
nor3b: 2
nor4: 3
nor4b: 3
o211ai: 1
o21ai: 18
o22a: 3
o22ai: 2
o31a: 1
o31ai: 8
o32ai: 1
o41ai: 3
or3: 3
or3b: 1
or4: 2
xnor2: 1
xor2: 1
worst reg2reg max path, delay by kind of cell (launching register included):
kind | cells | cell delay [ns]
flops | 1 | 0.48
compound gates | 2 | 0.47
simple gates | 3 | 1.61
logic make-up after synthesis:
logic type	after synthesis	share of synthesized area, %
AND/OR/NAND/NOR	75	25.89
AND-OR/OR-AND	52	21.84
buffers and inverters	25	8.354
flip-flops	23	38.13
multiplexers	3	2.150
adder cells (fa/ha/maj)	3	2.482
XOR/XNOR	2	1.158
per-stage QoR:
| step | utilization, % | hold slack, ns |
|---|---|---|
| after global placement | 19.70 | 0.4857 |
| after detailed placement | 19.70 | 0.5006 |
| after floorplan | - | 0.4719 |
| after CTS | 20.22 | 0.5134 |
| final | 20.22 | 0.5108 |
| after global routing | 20.22 | 0.5376 |
worst max-delay path by stage:
stage | slack (ns) | end | cells after the start
CTS | 2.20 | max_timer[8] | 5
global route | 1.97 | max_timer[8] | 5
finish | 2.14 | max_timer[8] | 5
layout make-up:
| class | instances | area (um2) |
|---|---|---|
| fillers | 962 | 7059 |
| repair buffers | 19 | 185.2 |
| clock inverters | 1 | 5.005 |
| multi-input cells | 135 | 815.8 |
| well taps | 108 | 135.1 |
| clock buffers | 3 | 41.29 |
| flip-flops and latches | 23 | 576.8 |
| inverters | 8 | 30.03 |
metal layers:
metal	up-vias	GRT usage (%)	wire, um
met5	-	0	0
met4	0	0.3336	10
met3	2	1.570	325
met2	44	8.039	1567
met1	645	8.063	1748
li1	672	-	-
No activity file was given, so power comes from the tool's default toggle rates.
